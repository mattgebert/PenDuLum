### ./run.sh
#!/bin/bash
# OpenROAD 26Q1-2900-gdf79404cd8, Yosys 0.63+post, stock flow scripts
make -C /OpenROAD-flow-scripts/flow DESIGN_CONFIG=/design/flow/config.mk WORK_HOME=/design/flow/orfs finish
### ./config.mk
export PLATFORM = sky130hd
export DESIGN_NAME = inertial_filter
export DESIGN_NICKNAME = inertial_filter
export VERILOG_FILES = /design/flow/design.v
export SDC_FILE = /design/flow/constraint.sdc
export NUM_CORES = 4
export LEC_CHECK = 1
export CORE_AREA = 10 10 70 70
export DIE_AREA = 0 0 80 80
### ./constraint.sdc
current_design inertial_filter

set clk_period 2.8
set clk_io_pct 0.2

create_clock -name clk0 -period $clk_period [get_ports {clk}]

set non_clock_inputs [all_inputs -no_clocks]
set_input_delay [expr $clk_period * $clk_io_pct] -clock clk0 $non_clock_inputs
set_output_delay [expr $clk_period * $clk_io_pct] -clock clk0 [all_outputs]
### ./design.v
module inertial_filter(clk, CE, synch_reset, data_in, data_out);
input clk, CE, data_in, synch_reset;
output reg data_out;
localparam CONSEC_COUNT = 10;
reg [3:0] count;
always @(posedge clk)
if (CE) begin
	if (synch_reset) begin
			count <= 0;
			data_out <= data_in;
	end else if (data_out == data_in) 
			count <= 0;
		else if (count == CONSEC_COUNT-1) begin
			data_out <= data_in;
			count <= 0;
		end else
			count <= count + 1'b1;
end
endmodule
==> impl_metrics.yaml <==
# yosys + openroad results
outcome:
  status: "complete, no violations"
sta:
  timing.hold.ws_ns: 0.630
  fin_crit_ns: 1.63
  rsz0062_at_grt: "false"
  finalSetupViolCount: 0
  worstMarginPinSlew_ns: 0.249
  tns_ns: 0
  period_used_pct: 58.1
  skew_ns: 0.00794
  slew_viol_final: 0
  max_freq_mhz: 614
  fin_ws_ns: 1.17
  hold_viol: 0
  slew_headroom_pct: 83.2
clock_tree:
  postCtsSetupRepairBufs: 0
  numCtsBuffers: 3
  post_cts_resized: 0
  tritoncts: "done"
  clock_path_buffers: 2
  cts-root-buf: "clkbuf_4"
  cts_hold_buf: 0
  htreeDepth: 1
  clk_latency_ns: 0.25
  clkTransAtPathRegs_ns: 0.05
  clock_sinks: 5
finish:
  fillers: 392
  final_util_pct: 11.1
  syn_to_final_growth_pct: 48.3
  final_layout_size_suffix_gt1_share_pct: 14.3
drt:
  routed_wl_um: 514
  num_antenna_cells: 0
  vias_per_cell: 2.51
  drtAntennaViolNets: 0
  vias: 186
  first_iter_violations: 31
  drc: 0
  first_pass_iters: 4
  wl_per_cell_um: 6.95
critical_path:
  cp_slowest_cell: "clkdlybuf4s50_1"
  path_cells: "clkdlybuf4s50_1"
  worst_setup_path_start_kind: "register"
  critPathMaxFanout: 2
  cpPeakStageDelay_ns: 0.47
  crit_buf_inv: 1
  crit_family: "buffers and inverters"
  arrival_ns: 1.07
  required_ns: 2.24
  crit_path_end_kind: "output pin"
  critPathKind: "register to output pin"
logic_synthesis:
  yosys-stat-area_um2: 256
  synth_area_leader_cell: "edfxtp_1"
  yosys.area.top_type_share_pct: 58.5
  ys_cells: 20
  ys_seq_share_pct: 58.5
  ys_types: 11
  yosys_warnings: 1
  avgSynthCellArea_um2: 12.8
  syn_area_um2: 256
  ys_top_cells_by_area: "edfxtp_1 59%, ha_1 9.8%, xnor2_1 6.8%"
  syn_inst: 20
  synth-seq-cells: 5
global_routing:
  grt_pass1_wl_um: 931
  antenna_found_initial: 0
  grt_max_degree: 6
  grt_usage_pct: 1.93
  gr-total-overflow: 0
  first_global_vias: 216
pwr:
  p_total_mw: 0.198
  ir_drop_mv: 0.108
  p_leak_nw: 0.126
  p_per_area_nw_per_um2: 520
place:
  preCtsSetupSlack_ns: 0.891
  place_congestion: 0.684
  io_buffers: 4
  detailed_place_hpwl_um: 393
worst_hold_path:
  hp-class: "register to register"
floorplan:
  initCoreUtil_pct: 7.51
  fp-row-count: 21
  dieArea_um2: 6400
  die_x_um: 80
  coreArea_um2: 3420
  die_h_um: 80
  io_pins: 5
run:
  drv_cap: 0
  openroad.warnings: 26
power breakdown:
group | total (mW) | switching [mW] | internal, mW
Clock | 0.0860 | 0.0320 | 0.0540
Sequential | 0.0924 | 0.00407 | 0.0883
Combinational | 0.0195 | 0.00833 | 0.0112
layout by cell type, fill, tap and decap left out:
cell type and n:
clkbuf_4 3, xnor2_1 2, o21a_1 1, inv_1 1
clkdlybuf4s50_1 4, edfxtp_1 5, nor2_1 4, clkbuf_1 1
nand3_1 1, a311o_1 1, xor2_1 1, ha_1 2
inv_2 1, nor4bb_1 1
final cells by class:
cell class              count  area, µm²  area share (%)
clock buffers               4       26.3            6.91
inverters                   2       7.51            1.97
multi-input cells          13       98.8            26.0
flip-flops and latches      5        150            39.5
well taps                  46       57.6            15.1
repair buffers              4       40.0            10.5
per-stage QoR:
stage	instances	area, µm²
after global placement	70	354
after detailed placement	70	354
after floorplan	20	256
after global routing	74	380
after CTS	74	380
final	74	380
registers in the layout, summed over array words and instances (netlist names):
register	count
data_out	1
count	4
cells in the mapped netlist, drive strengths merged:
cell    count
a311o       1
edfxtp      5
ha          2
inv         2
nand3       1
nor2        4
nor4bb      1
o21a        1
xnor2       2
xor2        1
kinds of logic (layout without fill, tap and decap cells):
group                      Yosys count  after routing  synth area share (%)
and+or+nand+nor                      6              6                  11.7
adders and majority gates            2              2                  9.75
buffers and inverters                2             10                  2.92
AOI/OAI and AO/OA                    2              2                  6.83
DFF                                  5              5                  58.5
xor gates and xnor gates             3              3                  10.2
per-layer routing:
layer	share of wire, %	GRT usage [%]	vias to the layer above
met1	46	1.89	86
met3	21	2.61	3
met5	0	0	-
met2	32	2.33	10
li1	-	-	87
met4	1.4	0.528	0
worst paths after layout:
kind | start | to | slack, ns | cells after the start
worst min register to register | count[0]$_SDFFCE_PP0P_ | count[0]$_SDFFCE_PP0P_ | 0.63 | 1
worst min-delay path | count[0]$_SDFFCE_PP0P_ | count[0]$_SDFFCE_PP0P_ | 0.63 | 1
worst max-delay path | data_out$_DFFE_PP_ | data_out | 1.17 | 1
worst max register to register | count[1]$_SDFFCE_PP0P_ | data_out$_DFFE_PP_ | 1.42 | 4
Power figures rest on the tool's default switching activity, not on a simulated workload.
