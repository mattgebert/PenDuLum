File: flow/design.v
module pwm(clk, synch_reset, CE, OE, data_in, out, dir);
parameter PWM_IN_SIZE = 10;
input clk, synch_reset;  
input CE;   
input OE;  
input signed [PWM_IN_SIZE-1:0] data_in;   
output reg out; 	 
output reg dir; 	 
reg [PWM_IN_SIZE-2:0] count;   
wire [PWM_IN_SIZE-1:0] cmp_magn_temp = (data_in[PWM_IN_SIZE-1]? 1'b0-data_in : data_in);
reg  [PWM_IN_SIZE-1:0] cmp_magn;
localparam [PWM_IN_SIZE-2:0] ff = {(PWM_IN_SIZE-1){1'b1}};  
reg dir1;
always @(posedge clk)
	if (synch_reset)
		begin
			count <= 0;
			cmp_magn <= cmp_magn_temp;
			dir1 <= data_in[PWM_IN_SIZE-1];
		end
	else if (CE) begin
		if (count == ff)  
			begin
				dir1 <= data_in[PWM_IN_SIZE-1];
				cmp_magn <= cmp_magn_temp;
			end
		count <= count + 1'b1;
		dir <= dir1;  
		if (count < cmp_magn)
			out <= OE;
		else out <= 0;
	end
endmodule
File: flow/run.sh
#!/bin/bash
# OpenROAD 26Q1-2900-gdf79404cd8, Yosys 0.63+post, stock flow scripts
make -C /OpenROAD-flow-scripts/flow DESIGN_CONFIG=/design/flow/config.mk WORK_HOME=/design/flow/orfs finish
File: flow/config.mk
export PLATFORM = sky130hd
export DESIGN_NAME = pwm
export DESIGN_NICKNAME = pwm
export VERILOG_FILES = /design/flow/design.v
export SDC_FILE = /design/flow/constraint.sdc
export NUM_CORES = 4
export LEC_CHECK = 1
export CORE_AREA = 10 10 88 88
export DIE_AREA = 0 0 98 98
File: flow/constraint.sdc
current_design pwm

set clk_period 2.5
set clk_io_pct 0.2

create_clock -name clk0 -period $clk_period [get_ports {clk}]

set non_clock_inputs [all_inputs -no_clocks]
set_input_delay [expr $clk_period * $clk_io_pct] -clock clk0 $non_clock_inputs
set_output_delay [expr $clk_period * $clk_io_pct] -clock clk0 [all_outputs]
==> reports/results.tsv <==
metric	value	unit
outcome	complete, no violations	
crit_fanout	3	
avgViaCountPerCell	3.94	
hold_viol_final	0	
clockPowerShare	38.7	%
p_per_area	562	nW/µm²
setup-tns-final	0	ns
place_inst	198	
enable_flop_cells	13	
clock_sinks	22	
swShare	19.6	%
area_delta_synth_final	26.3	%
post_cts_buffers	0	
ys_ff	22	
cpMaxStageDelayCell	or4_4	
postCtsHoldBufs	0	
setup_viol	0	
finalCriticalPeriod	1.81	ns
drv_slew	0	
die-area	9600	µm²
gr-total-overflow	0	
grtUsageTotal	4.37	%
top_area_share	33.1	%
fmax	0.553	GHz
wirelength	1950	µm
antenna_found_initial	0	
synthFlopType	edfxtp_1	
hpwl	1570	µm
post_layout_nonfiller_instances	202	
coreArea	5920	µm²
drc	0	
top_cells_by_count	13 x edfxtp_1, 11 x ha_1, 10 x inv_1	
final.period_utilization	72.3	%
syn-mean-instance-area	10.7	µm²
startpoint_type	input port	
rsz0062_at_grt	false	
hp-class	reg2reg	
yosys_cells	110	
leakagePower	0.590	nW
die_h	98	µm
internal_power	0.000674	W
ir_drop	0.000194	V
grt_pass1_wl	3660	µm
grt_pass1_vias	849	
dr.pass1.iters	4	
routedWlPerCell	9.63	µm
cp_slowest_stage_delay	0.58	ns
finish.utilization	25.2	%
clock_latency	0.26	ns
fp_util	19.9	%
stdcell_area	1490	µm²
ys_types	30	
drive_gt1_share	5.51	%
drt_iter0_drc	28	
tightest_slew	0.435	ns
drtAntennaViolNets	0	
cts_buffers	3	
power_frac_seq	49.9	%
warnings	25	
die_w	98	µm
synth.area.top_cells	edfxtp_1 33%, dfxtp_1 15%, ha_1 12%, xnor2_1 5.9%, inv_1 3.2%	
ys_area	1180	µm²
worst_ep_arrival_time	1.87	ns
placed_area	1420	µm²
clk_pin_slew	0.08	ns
cts_buffer_depth	2	
cts_root_buf	clkbuf_8	
cts_tree	built	
top_cell	edfxtp_1	
combinationalPowerShare	11.4	%
synth_area	1180	µm²
vias	796	
synth_warnings	1	
ys_seq_share	48.3	%
cap_violations	0	
cts.htree.levels	1	
rows	28	
post_cts_resized	0	
max_slew_margin	71.0	%
synthArstFlopShare	0	%
syn_inst	110	
finClkSkew	0.00185	ns
crit_chain	clkdlybuf4s50_1 -> or4_4 -> nor4_1	
grt_max_degree	14	
port_buffers	15	
num_io_pins	16	
n_antenna_cell	0	
end_kind	flop	
crit_required	2.56	ns
crit_type	in2reg	
yosys.area.top_type	edfxtp_1	
place_congestion	0.759	
p_sw	0.000164	W
## layer usage
layer  up-vias  wire, µm  track usage [%]
met1       356       961             5.46
met5         -         0                0
li1        425         -                -
met4         0        36            0.671
met2        13       882             7.36
met3         2        66             1.35
## path summary, 6_finish.rpt
path | startpoint | end | slack (ns) | cells after the start
max reg2reg | count[3]$_SDFFE_PP0P_ | cmp_magn[0]$_DFFE_PP_ | 0.76 | 5
max | data_in[5] | cmp_magn[9]$_SDFFCE_PN0P_ | 0.69 | 3
min reg2reg | dir1$_DFFE_PP_ | dir$_DFFE_PP_ | 0.42 | 0
min | dir1$_DFFE_PP_ | dir$_DFFE_PP_ | 0.42 | 0
## power by group through the flow
stage	registers, W	clock network (W)	logic (W)
4_1_cts	0.000418	0.000336	0.0000976
5_1_grt	0.000421	0.000348	0.000111
6_report	0.000418	0.000325	0.0000954
## cell usage in the layout (no fill, tap or decap)
cell / netlist / routed
a21o_1: 2 / 2
or3_1: 3 / 3
edfxtp_1: 13 / 13
clkbuf_8: 0 / 3
nand4_1: 3 / 3
buf_4: 0 / 1
o21ai_0: 5 / 5
a41oi_1: 1 / 1
xnor2_1: 8 / 8
o21ai_1: 1 / 1
nand3_1: 2 / 2
nand2_1: 6 / 6
nor2b_1: 1 / 1
nor2_1: 8 / 8
xor2_1: 4 / 4
ha_1: 11 / 11
bufinv_16: 0 / 1
or4_4: 1 / 1
nand2b_1: 4 / 4
nor4_1: 1 / 1
a21oi_1: 5 / 5
a211oi_1: 1 / 1
and3_1: 1 / 1
clkdlybuf4s50_1: 0 / 15
mux2i_1: 2 / 2
inv_1: 10 / 10
and4b_1: 1 / 1
dfxtp_1: 9 / 9
o31ai_1: 1 / 1
o41ai_1: 1 / 1
o31ai_4: 1 / 1
o2bb2ai_1: 1 / 1
## critical path, delay by kind of cell
kind	cells	cell delay, ns
simple gates	2	0.91
buf+inv	1	0.45
## flip-flops by register name, indices dropped and copies added, names as in the netlist
signal / cells
cmp_magn: 10
out: 1
dir1: 1
count: 9
dir: 1
## through the flow
step	hold slack, ns	power [W]	setup WS (ns)
2_1_floorplan	0.400	0.000482	0.945
3_3_place_gp	0.405	0.000523	0.446
3_5_place_dp	0.405	0.000524	0.411
4_1_cts	0.425	0.000852	0.683
5_1_grt	0.451	0.000880	0.613
6_report	0.423	0.000838	0.692
## cells by family after synthesis
family / after synthesis / share of synthesized area (%)
adders and majority gates: 11 / 11.7
buffers and inverters: 13 / 4.24
muxes: 2 / 1.69
DFF: 22 / 48.3
and+or+nand+nor: 31 / 14.0
AOI/OAI and AO/OA: 19 / 11.2
xor gates and xnor gates: 12 / 8.90
## area by class of cell
| cell class | count | area, µm² |
|---|---|---|
| clock buffer | 3 | 41.3 |
| clock inverter | 1 | 30.0 |
| fill | 606 | 4430 |
| inverter | 10 | 37.5 |
| multi-input combinational | 75 | 561 |
| sequential | 22 | 571 |
| tap | 75 | 93.8 |
| timing repair buffer | 16 | 158 |
Power and IR drop assume default switching activity.
